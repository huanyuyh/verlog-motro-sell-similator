==> config.mk <==
export PLATFORM = sky130hd
export DESIGN_NAME = metro
export DESIGN_NICKNAME = metro
export VERILOG_FILES = /design/flow/design.v
export SDC_FILE = /design/flow/constraint.sdc
export NUM_CORES = 4
export LEC_CHECK = 1
export CORE_UTILIZATION = 50
==> constraint.sdc <==
current_design metro

set clk_period 5.5
set clk_io_pct 0.2

create_clock -name clk0 -period $clk_period [get_ports {clk}]

set non_clock_inputs [all_inputs -no_clocks]
set_input_delay [expr $clk_period * $clk_io_pct] -clock clk0 $non_clock_inputs
set_output_delay [expr $clk_period * $clk_io_pct] -clock clk0 [all_outputs]
==> design.v <==
module metro(
input coin1, 
input coin10,  
input clk, 
input yes, 
input no, 
input [1:0] numTicket, 
input [7:0] destination, 
output reg [7:0] reMoney, 
output reg [2:0] outTicket, 
output reg omoney, 
output reg oticket, 
output oclkmoney, 
output oclkticket 
);
parameter action1 = 2'b00; 
parameter action2 = 2'b01; 
parameter action3 = 2'b10; 
reg [7:0] saveMoney; 
reg [7:0] needMoney; 
wire one_posedge; 
wire ten_posedge; 
wire yes_posedge; 
wire no_posedge; 
reg delay_one; 
reg delay_ten; 
reg delay_yes; 
reg delay_no; 
reg [7:0] nowPosition = 8'b00111111;	 
reg [7:0] numStation; 
reg [1:0] action = action1; 
initial
begin
    saveMoney = 1'b0;
	 needMoney = 1'b0;
	 numStation = 1'b0;
	 reMoney = 1'b0;
	 outTicket = 1'b0;
	 omoney = 1'b0;
	 oticket = 1'b0;
end
assign oclkmoney = omoney?clk:0; 
assign oclkticket = oticket?clk:0; 
always@(posedge clk) begin
if(one_posedge)begin 
		saveMoney <= saveMoney + 8'b00000001;
	end
	if(ten_posedge)begin 
		saveMoney <= saveMoney + 8'b00001010;
	end
	if(destination)begin 
		if(destination>nowPosition)begin
			numStation <= destination - nowPosition;
		end
		else begin
			numStation <= nowPosition - destination;	
		end
		if(numStation>0&&numStation<6'b000110)begin 
			needMoney <= 2*(numTicket+1);
		end
		else if (numStation>6'b000101&&numStation<6'b001011) begin 
			needMoney <= 3*(numTicket+1);
		end
		else if (numStation>6'b001010&&numStation<6'b010000) begin 
			needMoney <= 4*(numTicket+1);
		end
		else if (numStation>6'b001111&&numStation<6'b010101) begin 
			needMoney <= 5*(numTicket+1);
		end
		else if (numStation>6'b010100&&numStation<6'b011010) begin 
			needMoney <= 6*(numTicket+1);
		end
		else begin
			needMoney <= (numStation-1)/5+2*(numTicket+1);
			end
	end
	case(action)
	action1: begin 
		if(delay_yes)begin
			if(saveMoney >= needMoney)begin 
				reMoney <= saveMoney - needMoney; 
				outTicket <= numTicket+1; 
				saveMoney <= 1'b0; 
				action <= action2; 
			end
		end
		if(delay_no)begin 
			reMoney <= saveMoney; 
			saveMoney <= 0; 
			needMoney <= 0;
			outTicket <= 0;
			action <= action3; 
		end 
	end
	action2: begin 
		if(reMoney==0&&outTicket==0)begin 
			action = action1;
		end
		if(reMoney>0)begin
			reMoney <= reMoney -1;
			omoney <= 1;
		end
		else begin
			omoney <= 0;
		end
		if(outTicket>0)begin
			outTicket <= outTicket -1;
			oticket = 1;
		end
		else begin
			oticket <= 0;
		end
	end
	action3: begin 
		if(reMoney>0)begin
			reMoney <= reMoney -1;
			omoney <= 1;
		end
		else begin
			omoney <= 0;
			action = action1; 
		end
	end
	endcase
end
always@(posedge clk)
begin
	delay_one <= coin1;
	delay_ten <= coin10;
	delay_yes <= yes;
	delay_no <= no;
end
assign one_posedge = coin1 & (~delay_one);
assign ten_posedge = coin10 & (~delay_ten);
assign yes_posedge = yes & (~delay_yes);
assign no_posedge = no & (~delay_no);
endmodule
==> run.sh <==
#!/bin/bash
# OpenROAD 26Q1-2900-gdf79404cd8, Yosys 0.63+post, stock flow scripts
make -C /OpenROAD-flow-scripts/flow DESIGN_CONFIG=/design/flow/config.mk WORK_HOME=/design/flow/orfs finish
==> Slide: Implementation Results <==
Key Metrics from the Run

Status
  – Outcome: complete, no violations

Yosys
  – Number of enable flip-flop cells: 23
  – Post-Synth XOR/XNOR Area: 8.34%
  – Top non-seq family: AND-OR/OR-AND gates
  – Ys flop type: edfxtp_1
  – # Cells Yosys: about 600
  – Ys async rst share: 0%
  – Cell variety after synth: 75
  – Seq share, synth: 23.0%
  – Mux share: under 10%
  – Yosys aoi share: 25.9%
  – Ys Warns: 1
  – Adder Share, Synth: 10.6%
  – Mapped cell area: 4740 um^2
  – Area reported by Yosys stat: around 4700 um^2
  – And+or+nand+nor area frac: 23.4%
  – Avg Synthesized Cell Area: approximately 8 um^2
  – Ys flops: 43
  – Post-Synthesis Cells: 610

Placement
  – Post-Place Cells: 757
  – Pre-CTS worst setup slack: 0.0745 ns
  – Hpwl dp: 9190 um
  – PortBufs: 29
  – Routability Congestion: ~0.94

Final timing
  – Tightest Pin Transition: around 0.72 ns
  – Final worst slack: 0.233 ns
  – Final Cycle Share: between 90% and 100%
  – Slew headroom: roughly half
  – Fin crit period: 5.27 ns
  – Clock Skews: between 0.009 and 0.01 ns
  – Final Hold Fails: 0
  – Max Clk Rate: around 190 MHz
  – Slew Viols, Final: 0
  – Final setup fails: 0
  – RSZ-0062 raised after global routing: yes

Pwr
  – Pwr Total: 2630 uW
  – PwrDens: roughly 450 nW/um^2
  – Worst vdd ir: 250 uV
  – Static Leak: 0.00233 uW

Setup path
  – Worst Path Buf+Inv: 2
  – Crit path max-delay cell type: edfxtp_1
  – Kind of critical path: reg -> reg
  – Startpoint Class: flop
  – Critical path arrival: 5.59 ns
  – CP top delay family: AND-OR/OR-AND gates
  – Crit path DRT: 5.83 ns
  – Crit end category: flop
  – Worst Path Max Fanout: 6
  – Reg2Reg Depth: 26
  – Max incr delay on CP: 0.49 ns
  – Cell depth of the worst setup path: 26

Clocking
  – Clock Latency Late Sink: 0.39 ns
  – CTS tree: built
  – Hold Buf Count CTS: 0
  – CTS clk-pin slew, worst paths: ~0.070 ns

Routing
  – First-pass DRT Iterations: 5
  – Final wirelength: about 12000 um
  – DRC: 0
  – Ant diodes: 0
  – WL/cell: 15.6 um
  – Via count: 4683
  – Antenna Nets Post-Route: 0
  – Vias/cell: 5.99
  – Detailed router's first-iteration violation count: 200

Worst hold path
  – Path type of the worst min-delay path: reg -> reg
  – Hold Path Stages: 2

GRT
  – Vias in the first global route: roughly 4200
  – Overall routing resource usage: 25.8%
  – First-pass GRT wire length: about 20000 um
  – GRT Residual Overflow: 0
  – Largest net degree at the start of global routing: 26
  – Initial antenna violation count: 0

Die
  – Core Box Area: 9200 um^2
  – Die Wd: 99.4 um
  – Chip footprint: 9880 um^2
  – I/O pins: 30
  – Starting Density: between 50% and 60%
  – Die height: 99.4 um
  – Core Rows: 35

Cells and area
  – Filler cells: approximately 800
  – Layout cells sized above 1: 18.0%
  – Gate Area: 3550 um^2
  – FF+latch area: 1090 um^2
  – Finished Layout Cells: 782
  – Synthesis-to-layout area growth: 22.1%

Job
  – Maxcap violations: 0
  – Tool warning count: 46
worst reg2reg max path, cell delays in order (launching register included):
cell,delay (ns)
edfxtp_1,0.49
nor4_4,0.34
nand3_2,0.13
inv_2,0.10
ha_4,0.18
nand2b_4,0.14
a211oi_1,0.07
nor3_1,0.24
o32ai_2,0.17
o31ai_4,0.34
buf_4,0.19
xor2_4,0.18
nor3_1,0.10
a311oi_2,0.33
a21oi_1,0.14
o211ai_2,0.27
nand4_4,0.16
ha_4,0.20
fa_1,0.42
a21oi_1,0.19
nor2_1,0.07
xor2_1,0.15
a211oi_1,0.26
a31oi_1,0.07
nor3_1,0.15
a21oi_1,0.06
nor2_1,0.07
layer usage:
layer | share of wire, % | up-vias | GRT usage [%]
met5 | 0 | - | 0
met4 | 0.97 | 0 | 4.52
met3 | 6.8 | 12 | 5.43
met2 | 41 | 143 | 35.4
met1 | 51 | 2190 | 42.9
li1 | - | 2338 | -
where the power goes:
part	internal, uW	switching (uW)
Clock	203	120
Combinational	793	883
Sequential	512	114
flip-flops by register name, summed over array words and instances, names as in the netlist:
name        count
omoney          1
delay_one       1
delay_yes       1
outTicket       3
oticket         1
delay_no        1
action          2
saveMoney       8
needMoney       8
reMoney         8
numStation      8
delay_ten       1
synth_stat cells, types with 5 or more instances:
cell type	count	area share, %
nor2_1	69	5.5
a21oi_1	44	4.6
nand2_1	40	3.2
inv_1	39	3.1
ha_1	37	9.8
o21ai_0	34	3.6
clkbuf_1	29	2.3
xnor2_1	26	4.8
edfxtp_1	23	15
nor3_1	21	2.2
dfxtp_1	20	8.4
nand3_1	20	2.1
a211oi_1	17	2.7
xor2_1	16	3.0
nor2b_1	12	1.6
nand2b_1	9	1.2
and2_1	8	1.1
a22oi_1	7	1.1
a31oi_1	7	0.92
mux2i_1	7	1.5
a21o_1	6	0.95
and3_1	6	0.79
o211ai_1	6	0.95
o22ai_1	5	0.66
stage by stage:
| step | util, % | cell area [um^2] | hold slack (ns) | setup TNS (ns) |
|---|---|---|---|---|
| CTS | 60.0 | 5510 | 0.503 | 0 |
| global route | 63.0 | 5790 | 0.530 | -0.377 |
| floorplan | - | 4780 | 0.454 | 0 |
| finish | 63.0 | 5790 | 0.505 | 0 |
| global placement | 58.3 | 5360 | 0.483 | 0 |
| detailed placement | 58.3 | 5360 | 0.481 | 0 |
layout by cell type, fill, tap and decap left out, drive strengths merged, types with 5 or more instances in the layout:
master / count
mux2i: 7
xnor2: 27
clkdlybuf4s50: 29
o311ai: 5
clkbuf: 13
nor2: 70
nand2b: 9
o211ai: 7
dfxtp: 20
inv: 39
o21ai: 36
a31oi: 7
nand2: 40
o31ai: 5
buf: 55
nor3: 21
nor2b: 12
and3: 7
a211oi: 19
nor4: 7
edfxtp: 23
a21oi: 44
xor2: 16
o22ai: 5
a21o: 6
nand3: 21
ha: 37
and2: 8
a22oi: 7
cell type report:
type / instances / area share [%]
Tap cell: 111 / 2.40
Timing Repair Buffer: 83 / 11.9
Inverter: 39 / 2.53
Sequential cell: 43 / 18.8
Clock buffer: 14 / 3.03
Multi-Input combinational cell: 492 / 61.3
final timing paths:
check / from / end / slack (ns)
max: numStation[3]$_DFFE_PN_ / needMoney[5]$_DFF_P_ / 0.23
min: needMoney[5]$_DFF_P_ / needMoney[5]$_DFF_P_ / 0.51
max reg2reg: numStation[3]$_DFFE_PN_ / needMoney[5]$_DFF_P_ / 0.23
min reg2reg: needMoney[5]$_DFF_P_ / needMoney[5]$_DFF_P_ / 0.51
repair_timing:
| action | 4_1_cts | 5_1_grt |
|---|---|---|
| gates resized | 0 | 35 |
| setup endpoints to repair | 0 | 4 |
| buffers inserted | 0 | 13 |
kinds of logic after synthesis:
group,count (synthesis)
AND-OR/OR-AND,181
multiplexers,10
buffers and inverters,75
flip-flops,43
other,1
AND/OR/NAND/NOR,218
adder cells (fa/ha/maj),39
XOR/XNOR,43
Power figures rest on the tool's default switching activity, not on a simulated workload.
